[./config.mk]
export PLATFORM = sky130hd
export DESIGN_NAME = l2_adder
export DESIGN_NICKNAME = l2_adder
export VERILOG_FILES = /design/flow/design.v
export SDC_FILE = /design/flow/constraint.sdc
export NUM_CORES = 4
export LEC_CHECK = 1
export CORE_AREA = 10 10 70 70
export DIE_AREA = 0 0 80 80
[./constraint.sdc]
current_design l2_adder

set clk_period 2.4
set clk_io_pct 0.2

create_clock -name clk0 -period $clk_period

set non_clock_inputs [all_inputs -no_clocks]
set_input_delay [expr $clk_period * $clk_io_pct] -clock clk0 $non_clock_inputs
set_output_delay [expr $clk_period * $clk_io_pct] -clock clk0 [all_outputs]
[./design.v]
module l2_adder(input [3:0] in_A,
				input [3:0] in_B,
				input add_sub,
				output reg [3:0] adder_out);
	always@(*)
	begin
		if(add_sub == 0)  
		begin
			adder_out <= in_A + in_B;
		end
		else
		begin
			adder_out <= in_A - in_B;
		end
	end
endmodule
[./run.sh]
#!/bin/bash
# OpenROAD 26Q1-2900-gdf79404cd8, Yosys 0.63+post, stock flow scripts
make -C /OpenROAD-flow-scripts/flow DESIGN_CONFIG=/design/flow/config.mk WORK_HOME=/design/flow/orfs finish
==> impl_metrics.yaml <==
# implementation run metrics
clock_tree:
  ctsHoldBuffers: 0
worst_hold_path:
  hp-start: "in_B[1]"
  hp-class: "primary input to output pin"
  hold_end: "adder_out[3]"
  hold_path_depth: 7
routing:
  first_pass_iters: 1
  drc_errors: 0
  drt_iter0_markers: 0
  antenna_cells: 0
  totalWireLength_um: 592
  post_drt_wl_per_cell_um: 6.65
  postRouteAntennaNets: 0
  num_vias: 213
  viasPerCell: 2.39
power:
  leakagePower_nw: 0.195
  p_per_area_nw_per_um2: 217
  vdd_ir_drop_max_v: 0.0000258
die:
  die-width_um: 80
  die-height_um: 80
  rows: 21
  core_area_sq_um: 3420
  fp_util_pct: 5.42
  dieArea_sq_um: 6400
  ios: 13
final_layout:
  ff_count: 0
  n_clock_buffer: 0
  drive_gt1_share_pct: 51.2
  post-route-util_pct: 13.3
  seqCellArea_sq_um: 0
  area.growth.synth_to_final_pct: 145
synthesis:
  area_leaders: "ha_1 27%, xnor2_1 19%, inv_1 16%"
  synth-cells-yosys: 24
  ys.warnings.count: 1
  synth_area_per_cell_sq_um: 7.72
  yosysMostFrequentCell: "inv_1"
  ys_types: 10
  syn_inst: 24
  syn-cell-area_sq_um: 185
  ys_seq_share_pct: 0
  yosysTopAreaCellShare_pct: 27.0
  ys_area_sq_um: 185
  synthTopCellsByCount: "8 x inv_1, 4 x ha_1, 4 x xnor2_1"
  yosysTopAreaCell: "ha_1"
sta:
  max_slew_margin_pct: 89.1
  hold_viol: 0
  timing.final.crit_share_pct: 98.6
  tightest_slew_ns: 0.162
  fin_ws_ns: 0.0330
  finalCriticalPeriod_ns: 2.37
  rsz0062_at_grt: "yes"
  clock.fmax_ghz: 0.422
  drv_slew: 0
  finalSetupViolCount: 0
run:
  stage_log_warnings: 34
  drv_cap: 0
critical_path:
  arrival_ns: 1.89
  startpoint_type: "primary input"
  path_delay_family: "adder cells"
  cp-end-kind: "output pin"
  cpMostUsedCell: "ha_4"
  worstPathRequired_ns: 1.92
  critPathMaxStageDelay_ns: 0.28
  cp.buffers_inverters: 4
  slowest_stage: "mux2_4"
  worst-path-max-fanout: 2
  path_cells: "buf_8 > inv_4 > ha_4 > mux2_4 > inv_2 > ha_4 > a21o_1 > a21oi_2 > xnor2_1 > buf_2"
  worstSetupPathType: "primary input to output pin"
place:
  gp_congestion: 0.777
  dpl.hpwl_um: 506
  post-place-ws_ns: -0.892
  placement.io_buffers: 13
status:
  status: "complete, no violations"
global_route:
  track_usage_pct: 1.87
  grt_pass1_vias: 231
  gr-total-overflow: 0
  grt_max_degree: 3
  grt_pass1_wl_um: 1050
  antenna_found_initial: 0
[kinds of logic after synthesis]
family / Yosys count / share of synthesized area [%]
buffers and inverters: 8 / 16.2
AOI/OAI and AO/OA: 2 / 6.76
muxes: 1 / 6.08
and+or+nand+nor: 3 / 9.46
xor gates and xnor gates: 5 / 23.6
adders and majority gates: 5 / 37.8
[layout by cell type, fill, tap and decap left out]
cell type,instances
buf_6,2
a21oi_2,1
xor2_1,1
a21o_1,1
mux2_4,1
ha_2,1
buf_8,1
xnor2_1,4
dlygate4sd2_1,1
nor3_2,1
buf_2,3
ha_1,1
inv_4,2
inv_2,2
clkdlybuf4s50_1,7
nor2_1,2
ha_4,2
inv_1,4
fa_2,1
buf_4,5
[layout make-up]
cell class / instances / area (sq um)
multi-input cells: 16 / 193
well taps: 46 / 57.6
repair buffers: 19 / 169
inverters: 8 / 35.0
fillers: 395 / 2960
[where the power goes]
| part | total, mW | internal [mW] | switching, mW |
|---|---|---|---|
| Clock | 0 | 0 | 0 |
| Sequential | 0 | 0 | 0 |
| Combinational | 0.0987 | 0.0632 | 0.0356 |
| Total | 0.0987 | 0.0632 | 0.0356 |
[stage by stage]
stage	cells	area (sq um)	setup TNS [ns]	power, mW	hold slack, ns
3_3_place_gp	89	418	-2.40	0.0981	1.96
4_1_cts	89	437	-0.00165	0.0965	1.61
5_1_grt	89	454	-0.0711	0.114	1.69
2_1_floorplan	24	185	0	0.0342	1.07
3_5_place_dp	89	418	-2.47	0.0999	1.98
6_report	89	454	0	0.0987	1.62
[metal layers]
layer / vias to the layer above / share of wire [%] / routed length (um) / track usage, %
li1: 111 / - / - / -
met1: 91 / 47 / 280 / 2.51
met2: 11 / 41 / 244 / 3.13
met3: 0 / 11 / 68 / 0.455
met4: 0 / 0 / 0 / 0
met5: - / 0 / 0 / 0
[worst max path at each step]
stage | endpoint | slack [ns] | start | depth (start not counted)
final | adder_out[3] | 0.03 | in_B[1] | 10
after global routing | adder_out[3] | -0.07 | in_B[1] | 10
after CTS | adder_out[1] | -0.002 | in_B[0] | 8
[what timing repair did]
item | in CTS | in global routing
pin swaps | 6 | 2
gates cloned | 0 | 0
gates resized | 28 | 6
buffers inserted | 0 | 0
setup endpoints to repair | 3 | 3
Power is estimated from default activity; no workload was simulated.
