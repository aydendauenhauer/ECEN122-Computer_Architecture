### ./constraint.sdc
current_design RF

set clk_period 2.4
set clk_io_pct 0.2

create_clock -name clk0 -period $clk_period [get_ports {fpga_clk}]

set non_clock_inputs [all_inputs -no_clocks]
set_input_delay [expr $clk_period * $clk_io_pct] -clock clk0 $non_clock_inputs
set_output_delay [expr $clk_period * $clk_io_pct] -clock clk0 [all_outputs]
### ./design.v
module RF(input fpga_clk,
          input [3:0] DataIn,
          input [1:0] AddrX,
          input [1:0] AddrY,
          input RdX,
          input RdY,
          input WrX,
          input [3:0] sm_state,
          output reg [3:0] Dataout,
          output [6:0] seg,
          output [7:0] an);
	reg [3:0] datastorage [3:0]; 
	initial begin
		datastorage[0] = 0;
		datastorage[1] = 0;
		datastorage[2] = 0;
		datastorage[3] = 0;
	end
	wire [6:0] s0, s1, s2, s3, s4;  
	bin_7seg seg0(.data(datastorage[0]), .seg(s0));
	bin_7seg seg1(.data(datastorage[1]), .seg(s1));
	bin_7seg seg2(.data(datastorage[2]), .seg(s2));
	bin_7seg seg3(.data(datastorage[3]), .seg(s3));
	bin_7seg seg7(.data(sm_state), .seg(s4));
    display_driver dd(.fpga_clk(fpga_clk),
                      .display_digit0(s0),
                      .display_digit1(s1),
                      .display_digit2(s2),
                      .display_digit3(s3),
                      .display_digit7(s4),
                      .seg(seg),
                      .an(an));
   always@(*)
   begin
        if( (RdX == 0 && RdY == 0) || (RdX == 1 && RdY == 1) )
            Dataout <= 0;
        else if (RdX ==1)
            Dataout <= datastorage[AddrX];
        else if (RdY ==1)
            Dataout <= datastorage[AddrY];
        else
            Dataout <= 0;                
   end
    always@(posedge fpga_clk)
        if(WrX)  
            datastorage[AddrX] <= DataIn;
endmodule
module bin_7seg(input [3:0] data, 
				output reg [6:0] seg);
	always @ (data)
		case (data)
			4'h0: seg = ~7'b0111111;
			4'h1: seg = ~7'b0000110;     	   
			4'h2: seg = ~7'b1011011;    		  
			4'h3: seg = ~7'b1001111;    		  
			4'h4: seg = ~7'b1100110; 		  	 
			4'h5: seg = ~7'b1101101;   		  
			4'h6: seg = ~7'b1111101;   		 
			4'h7: seg = ~7'b0000111;   		  
			4'h8: seg = ~7'b1111111;    	     
			4'h9: seg = ~7'b1101111;    		 
			4'ha: seg = ~7'b1110111;
			4'hb: seg = ~7'b1111100;
			4'hc: seg = ~7'b1011000;
			4'hd: seg = ~7'b1011110;
			4'he: seg = ~7'b1111001;
			4'hf: seg = ~7'b1110001;
		endcase
endmodule
`timescale 1ns / 1ps
module display_driver
    (
    input fpga_clk,
    input [6:0]display_digit0,
    input [6:0]display_digit1,
    input [6:0]display_digit2,
    input [6:0]display_digit3,
    input [6:0]display_digit7,  
    output reg [6:0]seg = 7'b0000000,
    output [7:0]an
    );
    reg [16:0]clk_div = 17'h00000;
    reg [7:0]an_driver = 8'b11111110;
    reg ce1k = 1'b0;
    reg temp;
    assign an = an_driver;
    always @(posedge fpga_clk) begin
        clk_div <= clk_div + 1'b1;
        if(clk_div == 17'd99999) begin
            clk_div <= 0;
            ce1k <= 1'b1;
        end
        else begin
            ce1k <= 1'b0;
        end
        if(ce1k) begin
            an_driver[0] <= an_driver[7];
            an_driver[7] <= an_driver[3];
            an_driver[3] <= an_driver[2];
            an_driver[2] <= an_driver[1];
            an_driver[1] <= an_driver[0];
        end
    end 
    always @(*) begin
        case(an_driver)
            8'b11111110 : seg = display_digit0;
            8'b11111101 : seg = display_digit1;
            8'b11111011 : seg = display_digit2;
            8'b11110111 : seg = display_digit3;
            8'b01111111 : seg = display_digit7;
            default : seg = 7'b0000000;       
        endcase
    end
endmodule
### ./run.sh
#!/bin/bash
# OpenROAD 26Q1-2900-gdf79404cd8, Yosys 0.63+post, stock flow scripts
make -C /OpenROAD-flow-scripts/flow DESIGN_CONFIG=/design/flow/config.mk WORK_HOME=/design/flow/orfs finish
### ./config.mk
export PLATFORM = sky130hd
export DESIGN_NAME = RF
export DESIGN_NICKNAME = RF
export VERILOG_FILES = /design/flow/design.v
export SDC_FILE = /design/flow/constraint.sdc
export NUM_CORES = 4
export LEC_CHECK = 1
export CORE_UTILIZATION = 50
==> reports/metrics.csv <==
stage;metric;value;unit
outcome;status;finished with violations;
outcome;violations;setup timing;
floorplanning;fp_util;53.0;%
worst_setup_path;cp.arrival;1990;ps
detailed_routing;wl_per_cell;14.8;um
floorplanning;rows;27;
sta;drv_slew;0;
synth;ys_area;2990;um2
placed_design;placed_area;3700;um2
floorplanning;ios;35;
worst_setup_path;cpLargestDelayFamily;multiplexers;
worst_setup_path;critical_path.endpoint_type;output pin;
final_layout;most-common-layout-cells;buf_4, nor2_1, nand2_1, ha_1, edfxtp_1;
grt;grt_antenna_before_repair;0;
worst_setup_path;startpoint_type;flop;
sta;fin_crit_sh;103;%
grt;grt_pass1_wl;11500;um
placed_design;gp_congestion;0.893;
detailed_routing;drtIter0Drc;92;
placed_design;dp.cells;440;
worst_setup_path;crit_buf_inv;2;
run;maxCapViolCount;0;
worst_setup_path;critical_path.slowest_cell;mux4_2;
final_layout;stdcell_count;465;
floorplanning;die_h;79.4;um
power;leakage;1.77;nW
clocking;clockBufferDepth;2;
detailed_routing;drt_first_pass_iters;4;
grt;overflow;0;
floorplanning;die_area;6300;um2
detailed_routing;ant_nets;0;
synth;edf_count;21;
sta;finalClockSkew;1.51;ps
detailed_routing;wl;6900;um
worst_setup_path;setup.worst_path.class;reg -> out;
worst_setup_path;required;1920;ps
synth;async_flop_share;0;%
clocking;cts_sinks;39;
grt;grt_pass1_vias;2421;
synth;synthDistinctLibCells;49;
placed_design;place_hpwl;5050;um
synth;syn_area_per_cell;9.97;um2
clocking;cts_buffers;5;
power;ir_drop;563;uV
worst_setup_path;crit_chain;buf_4, ha_2, mux4_2, a22oi_1, nand3_1, buf_2;
clocking;cts_tree;done;
run;tool_warnings;56;
synth;yosys_warnings;3;
worst_setup_path;cp_max_fo;4;
min_path;hold_path_class;reg -> reg;
synth;synthCells;300;
clocking;clk_latency;290;ps
sta;slew_headroom;66.0;%
grt;grt_max_degree;13;
floorplanning;core;5640;um2
floorplanning;die.size.x;79.4;um
detailed_routing;via_per_inst;5.52;
final_layout;area_delta_synth_final;36.5;%
detailed_routing;antennaDiodeCount;0;
placed_design;io_buffers;31;
grt;grt_usage;24.7;%
synth;syn_area;2990;um2
worst_setup_path;crit_path_max_incr_delay;490;ps
detailed_routing;vias;2567;
sta;rsz0062_at_grt;yes;
power;fin_total_pwr;1.60;mW
sta;hold_slack;466;ps
sta;setup_ws;-74.3;ps
synth;synth_flop_count;39;
synth;ys_cells;300;
final_layout;final_common_cell;buf_4;
final_layout;drive_above_1_share;32.8;%
sta;fmax;0.404;GHz
sta;worstMarginPinSlew;506;ps
clocking;clk_pin_slew;70;ps
sta;setup_viol;2;
power;power_density;392;nW/um2
clocking;root_buffer;clkbuf_8;
synth;ys.flop_type;edfxtp_1;
detailed_routing;route.detailed.drc;0;
synth;ys_seq_share;33.1;%
final_layout;final_area;4080;um2
sta;final_hold_viol_count;0;
clocking;htreeDepth;2;
sta;fin_crit;2470;ps
==> Yosys cell counts (3+ instances only) <==
cell	instances	area, um2
a211oi_1	3	22.5
a22oi_1	5	37.5
and4_1	3	26.3
buf_2	6	30.0
buf_4	3	22.5
clkbuf_1	6	22.5
dfxtp_1	18	360
edfxtp_1	21	631
ha_1	34	425
inv_1	17	63.8
mux2i_1	12	120
mux4_2	9	203
nand2_1	22	82.6
nand2b_1	6	37.5
nand3_1	12	60.1
nand3b_1	5	37.5
nand4_1	11	68.8
nor2_1	25	93.8
nor2b_1	5	31.3
nor3b_1	7	52.6
o211ai_1	5	37.5
o21ai_0	12	60.1
o22ai_1	3	18.8
o31ai_1	3	22.5
xnor2_1	6	52.6
xor2_1	8	70.1
==> worst register-to-register path: stages, from the launching register on <==
cell,delay (ps)
dfxtp_1,380
ha_1,220
and4_1,310
nand4_1,240
inv_1,280
nor2_1,80
==> through the flow <==
stage               TNS (ps)  setup slack, ps  util (%)
detailed placement     -4690             -571      65.6
CTS                    -94.9            -49.3      72.0
global placement       -4510             -529      65.6
finish                  -120            -74.3      72.4
global route            -347             -148      72.4
floorplan                  0              363         -
==> report_power, final <==
group / switching [mW] / internal [mW] / total [mW] / leakage (nW)
Clock: 0.216 / 0.331 / 0.547 / 0.0618
Combinational: 0.133 / 0.181 / 0.314 / 1.36
Sequential: 0.0215 / 0.716 / 0.738 / 0.350
Total: 0.371 / 1.23 / 1.60 / 1.77
==> logic make-up (layout without fill, tap and decap cells) <==
kind of cell	count (synthesis)	count (layout)	synth area share [%]
AOI/OAI and AO/OA	47	47	11.3
xor gates and xnor gates	14	14	4.10
DFF	39	39	33.1
adders and majority gates	34	34	14.2
buffers and inverters	32	123	4.64
muxes	23	23	12.5
other	1	3	0.125
and+or+nand+nor	110	110	19.9
==> per-layer routing <==
metal / part of all wire (%) / track usage [%]
met4: 1.3 / 1.82
met1: 49 / 39.9
met5: 0 / 0
met3: 6.3 / 7.58
met2: 43 / 36.3
==> timing repair <==
action / in CTS / in global routing
pin swaps: 21 / 10
hold buffers: 0 / 0
endpoints found under the hold margin: 0 / 0
buffers inserted: 17 / 3
gates resized: 85 / 13
endpoints found under the setup margin: 11 / 9
==> final timing paths <==
path / end / slack, ps / cells past startpoint / from
min: dd.clk_div[0]$_SDFF_PP0_ / 470 / 1 / dd.clk_div[0]$_SDFF_PP0_
max reg2reg: dd.clk_div[7]$_SDFF_PP0_ / 780 / 5 / dd.clk_div[0]$_SDFF_PP0_
max: seg[0] / -70 / 6 / datastorage[0][0]$_DFFE_PP_
min reg2reg: dd.clk_div[0]$_SDFF_PP0_ / 470 / 1 / dd.clk_div[0]$_SDFF_PP0_
==> flip-flops by register name, summed over array words and instances (netlist names) <==
signal and cells:
dd.ce1k 1, dd.clk_div 17, datastorage 16, dd.an_driver 5
==> layout make-up <==
| cell class | instances | area [um2] |
|---|---|---|
| multi-input cells | 231 | 2000 |
| fillers | 407 | 1560 |
| flip-flops and latches | 39 | 991 |
| repair buffers | 98 | 815 |
| clock buffers | 8 | 123 |
| well taps | 72 | 90.1 |
| inverters | 17 | 63.8 |
Power is estimated from default activity; no workload was simulated.
