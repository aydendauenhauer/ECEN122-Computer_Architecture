<file path="flow/design.v">
module l3_SM(input clk,
			 input execute,
			 input [2:0] operation,  
			 output reg _Extern,
			 output reg Gout,
			 output reg Ain,
			 output reg Gin,
			 output reg RdX,
			 output reg RdY,
			 output reg WrX,
			 output reg add_sub,
			 output reg DPin,
			 output reg Iout,
			 output [3:0] cur_state);
	parameter IDLE 		=  4'b0000;
	parameter LOAD 		=  4'b0001;
	parameter READ_Y 	=  4'b0010;
	parameter READ_X 	=  4'b0011;
	parameter ADD 		=  4'b0100;
	parameter SUB 		=  4'b0101;
	parameter MV 		=  4'b0110;
	parameter WRITE_X 	=  4'b0111;
	parameter DONE 		=  4'b1000;
	parameter ADDI 		=  4'b1001;
	parameter SUBI 		=  4'b1010;
	parameter DISPLAY 	=  4'b1011;
	reg [3:0] state = IDLE;  
	assign cur_state = state;
	initial begin  
      state <= IDLE;
	end
	always@(*)
	begin
	   case(state)
	       IDLE:
	           begin
	               _Extern = 1'b0;
	               Gout = 1'b0;
	               Ain = 1'b0;
	               Gin = 1'b0;
	               RdX = 1'b0;
	               RdY = 1'b0;
	               WrX = 1'b0;
	               add_sub = 1'b0;
	               Iout = 1'b0;
	               DPin = 1'b0;
	           end
	       LOAD:
	           begin
	               _Extern = 1'b1;
	               Gout = 1'b0;
	               Ain = 1'b0;
	               Gin = 1'b0;
	               RdX = 1'b0;
	               RdY = 1'b0;
	               WrX = 1'b1;
	               add_sub = 1'b0;
	               Iout = 1'b0;
	               DPin = 1'b0;
	           end	   
	       READ_Y:
	           begin
	               _Extern = 1'b0;
	               Gout = 1'b0;
	               Ain = 1'b1;
	               Gin = 1'b0;
	               RdX = 1'b0;
	               RdY = 1'b1;
	               WrX = 1'b0;
	               add_sub = 1'b0;
	               Iout = 1'b0;
	               DPin = 1'b0;
	           end	   
	       READ_X:
	           begin
	               _Extern = 1'b0;
	               Gout = 1'b0;
	               Ain = 1'b1;
	               Gin = 1'b0;
	               RdX = 1'b1;
	               RdY = 1'b0;
	               WrX = 1'b0;
	               add_sub = 1'b0;
	               Iout = 1'b0;
	               DPin = 1'b0;
	           end	  
	       ADD:
	           begin
	               _Extern = 1'b0;
	               Gout = 1'b0;
	               Ain = 1'b0;
	               Gin = 1'b1;
	               RdX = 1'b1;
	               RdY = 1'b0;
	               WrX = 1'b0;
	               add_sub = 1'b0;
	               Iout = 1'b0;
	               DPin = 1'b0;
	           end	
	       SUB:
	           begin
	               _Extern = 1'b0;
	               Gout = 1'b0;
	               Ain = 1'b0;
	               Gin = 1'b1;
	               RdX = 1'b0;
	               RdY = 1'b1;
	               WrX = 1'b0;
	               add_sub = 1'b1;
	               Iout = 1'b0;
	               DPin = 1'b0;
	           end
	       MV:
	           begin
	               _Extern = 1'b0;
	               Gout = 1'b0;
	               Ain = 1'b0;
	               Gin = 1'b1;
	               RdX = 1'b0;
	               RdY = 1'b0;
	               WrX = 1'b0;
	               add_sub = 1'b0;
	               Iout = 1'b0;
	               DPin = 1'b0;
	           end
	       WRITE_X:
	           begin
	               _Extern = 1'b0;
	               Gout = 1'b1;
	               Ain = 1'b0;
	               Gin = 1'b0;
	               RdX = 1'b0;
	               RdY = 1'b0;
	               WrX = 1'b1;
	               add_sub = 1'b0;
	               Iout = 1'b0;
	               DPin = 1'b0;
	           end	           
	       DONE:
	           begin
	               _Extern = 1'b0;
	               Gout = 1'b0;
	               Ain = 1'b0;
	               Gin = 1'b0;
	               RdX = 1'b0;
	               RdY = 1'b0;
	               WrX = 1'b0;
	               add_sub = 1'b0;
	               Iout = 1'b0;
	               DPin = 1'b0;
	           end
	       ADDI:
	           begin
	               _Extern = 1'b0;
	               Gout = 1'b0;
	               Ain = 1'b0;
	               Gin = 1'b1;
	               RdX = 1'b0;
	               RdY = 1'b0;
	               WrX = 1'b0;
	               add_sub = 1'b0;
	               Iout = 1'b1;
	               DPin = 1'b0;
	           end
	       SUBI:
	           begin
	               _Extern = 1'b0;
	               Gout = 1'b0;
	               Ain = 1'b0;
	               Gin = 1'b1;
	               RdX = 1'b0;
	               RdY = 1'b0;
	               WrX = 1'b0;
	               add_sub = 1'b1;
	               Iout = 1'b1;
	               DPin = 1'b0;
	           end
	       DISPLAY:
	           begin
	               _Extern = 1'b0;
	               Gout = 1'b0;
	               Ain = 1'b0;
	               Gin = 1'b0;
	               RdX = 1'b1;
	               RdY = 1'b0;
	               WrX = 1'b0;
	               add_sub = 1'b0;
	               Iout = 1'b0;
	               DPin = 1'b1;
	           end      	  
	   endcase
	end
	always@(posedge clk)
	begin
		case(state)
			IDLE: begin
					if(execute == 1'b1 && operation == 3'b000) state <= LOAD;
					if(execute == 1'b1 && operation == 3'b001) state <= READ_Y;
					if(execute == 1'b1 && operation == 3'b011) state <= READ_Y;
					if(execute == 1'b1 && operation == 3'b010) state <= READ_X;
					if(execute == 1'b1 && operation == 3'b110) state <= READ_X;
					if(execute == 1'b1 && operation == 3'b111) state <= READ_X;
					if(execute == 1'b1 && operation == 3'b100) state <= DISPLAY;
			  end
			LOAD: begin
					state <= DONE;  
				  end
			READ_Y: begin
					if (operation == 3'b001) state <= MV; 
					if (operation == 3'b011) state <= ADD;
				end
			READ_X: begin
					if (operation == 3'b010) state <= SUB;
					if (operation == 3'b110) state <= SUBI;
					if (operation == 3'b111) state <= ADDI;
				end
			ADD: begin
					state <= WRITE_X;
			 end
			SUB: begin
					state <= WRITE_X;
				 end
			MV: begin
					state <= WRITE_X;
				end
			WRITE_X: begin
					state <= DONE;
				 end
			SUBI: begin
					state <= WRITE_X;
				 end
		    ADDI: begin
					state <= WRITE_X;
				 end
		    DISPLAY: begin
					state <= DONE;
				 end
			DONE: begin
					if(execute == 1'b0) state <= IDLE;
				  end			
			default: state <= IDLE;
		endcase
	end  
endmodule
</file>
<file path="flow/run.sh">
#!/bin/bash
# OpenROAD 26Q1-2900-gdf79404cd8, Yosys 0.63+post, stock flow scripts
make -C /OpenROAD-flow-scripts/flow DESIGN_CONFIG=/design/flow/config.mk WORK_HOME=/design/flow/orfs finish
</file>
<file path="flow/config.mk">
export PLATFORM = sky130hd
export DESIGN_NAME = l3_SM
export DESIGN_NICKNAME = l3_SM
export VERILOG_FILES = /design/flow/design.v
export SDC_FILE = /design/flow/constraint.sdc
export NUM_CORES = 4
export LEC_CHECK = 1
export CORE_AREA = 10 10 70 70
export DIE_AREA = 0 0 80 80
</file>
<file path="flow/constraint.sdc">
current_design l3_SM

set clk_period 3.4
set clk_io_pct 0.2

create_clock -name clk0 -period $clk_period [get_ports {clk}]

set non_clock_inputs [all_inputs -no_clocks]
set_input_delay [expr $clk_period * $clk_io_pct] -clock clk0 $non_clock_inputs
set_output_delay [expr $clk_period * $clk_io_pct] -clock clk0 [all_outputs]
</file>
==> results.txt <==
Figures from the implementation reports.

- The run finished with clean final reports.
- Counting distinct cell types in the post-synthesis netlist gives 32.
- The category of the worst setup path launch point is an input port.
- The largest vdd supply drop reads 290 µV.
- The global placement routability congestion is 0.853.
- The number of failing hold endpoints at the final stage is 0.
- The detailed router's first-iteration violation count is 35.
- The synthesis report lists the most area-consuming cells as dlxtn_1, edfxtp_1, a21oi_1.
- The leakage power summed over all cells is 0.333 nW.
- The total cells reported by yosys after synthesis is 80.
- The critical path required time is 3270 ps.
- The average detailed-routed wire length per instance is 11.8 µm.
- The dominant synthesized flop cell is dlxtn_1.
- Gates resized during post-CTS repair numbered 0.
- The path category of the worst min-delay check reads flip-flop to flip-flop.
- Looking at the clock tree report, the root buffer type is clkbuf_4.
- The number of antenna diodes in the final layout is 0.
- The combined buffer and inverter count along the critical path reads 2.
- For reference, the post-synthesis area per instance comes to 8.02 µm².
- The worst path in the final design needs a cycle of 2290 ps, including I/O delays and setup.
- The most frequent cell after synthesis is dlxtn_1.
- The number of unconstrained endpoints is 20.
- For the final routed database, the setup TNS stands at 0 ps.
- The final number of setup-violating endpoints is 0.
- The first-pass GRT wire length reads 2.77 mm.
- The total core area reads 3420 µm².
- The proportion of synthesized flip-flops having asynchronous set or reset is 0%.
- The vertical extent of the die is 80 µm.
- Hold repair after CTS inserted 0 buffers.
- The synthesis report lists the Yosys warning total as 1.
- The area of the synthesized netlist per yosys stat is 642 µm².
- The data arrival time of the critical path reads 2170 ps.
- The number of nets still failing antenna checks after routing is 0.
- The CTS tree reads built.
- The number of antenna violations at the first check in global routing reads 0.
- The portion of the clock cycle consumed by the worst path in the final layout reads 67.5%.
- The detailed-route wire length is 1.69 mm.
- The initialized floorplan defines 21 standard-cell rows.
- The cell family contributing the most delay on the critical path reads AND-OR/OR-AND gates.
- The leftover overflow at the end of global routing reads 0.
- In this run the number of H-tree levels came out at 1.
- The share of final-layout standard cells stronger than drive strength 1 reads 7.22%.
- The kind of critical path is input port to flip-flop.
- The pin slew with the least headroom to its limit reads 594 ps.
- The horizontal die dimension reads 80 µm.
- Setup repair after global routing left no endpoint under its margin.
- Port buffering added 18 buffers.
- The clock skew reads 1.01 ps.
- For reference, the critical path cell chain is clkdlybuf4s50_1, inv_1, a31oi_1, a21oi_1, o31ai_1.
- The area enclosed by the die boundary reads 6400 µm².
- The critical path endpoint category is a flip-flop.
- The number of pins with negative max-slew slack in the final report reads 0.
- The clock-pin slew on the worst setup and hold paths is 40 ps.
- Sorting the synthesized cells by how often they occur yields dlxtn_1, nand2_1, nor2_1.
- The number of enable-type register cells in the synthesized netlist reads 4.
- The number of global-route vias before repair is 626.
- The number of synthesized register bits reads 14.
- The tool flagged a number of max-cap violations equal to 0.
- The total instance count after detailed placement is 140.
- The worst pin sits at a relative slew slack of 60.1%.
- Dividing total power by cell area gives a power density of 764 nW/µm².
- The vias after detailed routing reads 671.
- The synthesized netlist cell count is 80.
- Entering global routing, the biggest net connects 17 pins.
- The post-synth design cell area is 642 µm².
- STA reports a reg2reg setup slack of 1530 ps.
- Per the skew report, the later register of the worst-skew pair sees a clock latency of 240 ps.
- After the flow finishes, the layout carries non-filler instances totaling 143.
- The slowest cell on the critical path is clkdlybuf4s50_1.
- Looking at the post-CTS report, the setup buffer insertion count equals 0.
- The biggest area consumer among synthesized cells is dlxtn_1.
- The worst hold slack across all endpoints is 894 ps.
- The count of unclocked register or latch pins reads 10.
- The area growth from synthesis to layout is 36.1%.
- The maximum net fanout on the critical path is 5.
- The number of remaining DRC errors is 0.
- The overall routing resource usage is 5.09%.
- For this configuration, the core starts out at a cell density of 18.8%.
- The number of warning messages in the logs reads 25.
- In this build the clock could be raised as far as 436 MHz.
- The count of filler cells inserted in the layout is 385.
- The portion of synthesized cell area occupied by the leading cell type reads 23.4%.
- The maximum clock path buffer count is 2.
- The boundary pin count is 19.
- The delay of the slowest cell on the worst path is 550 ps.
- The placed wire-length estimate reads 1.31 mm.
- The iteration count of the initial detailed-routing pass reads 4.
- The number of buffers created by CTS is 3.
- The routed design shows a via density per instance of 4.69.
[registers in the layout, summed over array words and instances (netlist names)]
signal / cells
state: 4
Ain: 1
DPin: 1
Gin: 1
Gout: 1
Iout: 1
RdX: 1
RdY: 1
WrX: 1
_Extern: 1
add_sub: 1
[cell families after synthesis]
| group | share of synthesized area, % |
|---|---|
| buffers and inverters | 6.82 |
| and+or+nand+nor | 25.9 |
| DFF | 18.7 |
| muxes | 1.75 |
| latches | 23.4 |
| AOI/OAI and AO/OA | 23.4 |
[cell usage in the layout, fill, tap and decap left out]
cell type / count
o31ai_1: 2
o2111ai_1: 1
or4_1: 1
o22ai_1: 3
dlxtn_1: 10
a31oi_1: 2
o2111a_1: 1
mux2_2: 1
nand2b_1: 3
nand2_1: 9
nor3b_1: 1
nor3_1: 4
o21a_1: 1
and3_1: 1
nand3b_1: 2
a211oi_1: 1
clkdlybuf4s50_1: 18
nand3_1: 1
nor2b_1: 1
or3_1: 1
clkbuf_4: 3
inv_2: 1
nor2_1: 9
edfxtp_1: 4
a22oi_1: 1
o21ai_2: 1
or2_2: 1
a21boi_0: 1
o21ai_0: 2
inv_1: 3
a21oi_1: 7
[worst paths after layout]
check,startpoint,to,cells past startpoint
min reg2reg,state[1],state[2],1
max reg2reg,state[1],state[3],4
max,operation[1],state[3],5
min,state[1],state[2],1
[worst register-to-register path: cells and delay by family, from the launching register on]
family | cells | cell delay (ps)
DFF | 1 | 590
AOI/OAI and AO/OA | 3 | 810
and+or+nand+nor | 1 | 100
[area by class of cell]
class	instances	area (µm²)	area share, %
Clock buffer	3	22.5	2.58
Tap cell	46	57.6	6.59
Sequential cell	14	270	30.9
Timing Repair Buffer	18	180	20.6
Inverter	4	15.0	1.72
Multi-Input combinational cell	58	328	37.5
[stage by stage]
| step | setup WS (ps) | util (%) | cell area (µm²) | power [W] |
|---|---|---|---|---|
| final | 1110 | 25.6 | 873 | 0.000667 |
| after global routing | 1040 | 25.6 | 873 | 0.000732 |
| after CTS | 1130 | 25.6 | 873 | 0.000669 |
| after detailed placement | 890 | 24.9 | 851 | 0.000604 |
| after global placement | 1010 | 24.9 | 851 | 0.000599 |
| after floorplan | 1630 | - | 642 | 0.000479 |
[per-layer routing]
| metal | share of wire [%] | global-route usage, % | routed length [µm] |
|---|---|---|---|
| met5 | 0 | 0 | 0 |
| met4 | 2.3 | 1.23 | 39 |
| met3 | 8.7 | 2.27 | 148 |
| met2 | 43 | 7.87 | 735 |
| met1 | 45 | 6.31 | 770 |
[where the power goes]
part | total, W | internal [W] | switching, W
Sequential | 0.000245 | 0.000156 | 0.0000892
Clock | 0.0000617 | 0.0000397 | 0.0000220
Combinational | 0.000361 | 0.000176 | 0.000185
Power figures rest on the tool's default switching activity, not on a simulated workload.
